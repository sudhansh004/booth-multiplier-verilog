==> design/flow/design.v <==
`timescale 1ns / 1ps
module ALU(
    output reg [7:0] Z, 
    input [7:0] in1, in2, 
    input addsub
    );
    always@(*)
    begin
        if(addsub) Z = in1 + in2;
        else Z = in1 - in2;
    end
endmodule
`timescale 1ns / 1ps
module PIPO(
    input [7:0] data_in, 
    output reg [7:0] data_out, 
    input clk, load
    );
    always@(posedge clk)
        if(load) data_out <= data_in;
endmodule
`timescale 1ns / 1ps
module counter(
    output reg [3:0] count, 
    input decr, ldcnt, clk
    );
    always @(posedge clk)
    begin
        if(ldcnt) count <= 4'b1000;
        else if(decr) count <= count - 1;
    end
endmodule
`timescale 1ns / 1ps
module datapath(
    input clk, ldA, shiftA, clrA, ldQ, shiftQ, clrQ, clrff, ldM, addsub, ldcnt, decr,
    input [7:0] data_in,
    output eqz, q0, qm1, 
    output [15:0] product
    );
    wire [7:0] A, M, Z, Q;
    wire [3:0] count;
    assign eqz = ~|count;
    assign product = {A, Q};
    assign q0 = Q[0];
    shiftreg AR(A, Z, A[7], clk, ldA, clrA, shiftA);
    shiftreg QR(Q, data_in, A[0], clk, ldQ, clrQ, shiftQ);
    PIPO MR(data_in, M, clk, ldM);
    dff Qm1(Q[0], qm1, clk, clrff);
    ALU AS(Z, A, M, addsub);
    counter CR(count, decr, ldcnt, clk);
endmodule
`timescale 1ns / 1ps
module dff(
    input d, 
    output reg q, 
    input clk, clrff
    );
    always@(posedge clk)
    begin
        if(clrff) q <= 0;
        else q <= d;
    end
endmodule
`timescale 1ns / 1ps
module shiftreg(
        output reg [7:0] data_out, 
        input [7:0] data_in, 
        input s_in, clk, ld, clr, shift
    );
    always @(posedge clk)
    begin
        if(clr)
            data_out <= 8'b0;
        else if(ld)
            data_out <= data_in;
        else if(shift)
            data_out <= {s_in, data_out[7:1]};
    end
endmodule
==> design/flow/run.sh <==
#!/bin/bash
# OpenROAD 26Q1-2900-gdf79404cd8, Yosys 0.63+post, stock flow scripts
make -C /OpenROAD-flow-scripts/flow DESIGN_CONFIG=/design/flow/config.mk WORK_HOME=/design/flow/orfs finish
==> design/flow/config.mk <==
export PLATFORM = sky130hd
export DESIGN_NAME = datapath
export DESIGN_NICKNAME = datapath
export VERILOG_FILES = /design/flow/design.v
export SDC_FILE = /design/flow/constraint.sdc
export NUM_CORES = 4
export LEC_CHECK = 1
export CORE_UTILIZATION = 30
==> design/flow/constraint.sdc <==
current_design datapath

set clk_period 4.8
set clk_io_pct 0.2

create_clock -name clk0 -period $clk_period [get_ports {clk}]

set non_clock_inputs [all_inputs -no_clocks]
set_input_delay [expr $clk_period * $clk_io_pct] -clock clk0 $non_clock_inputs
set_output_delay [expr $clk_period * $clk_io_pct] -clock clk0 [all_outputs]
==> flow_metrics.py <==
# Physical implementation metrics
metrics = {
    "timing": {
        "fin_crit_ns": 3.135,
        "hold_viol": 0,
        "grt_setup_unrepaired": "no",
        "finClkSkew_ns": 0.004449,
        "tightest_slew_ns": 0.6286,
        "slew_viol_final": 0,
        "relSlewSlack": 0.5797,
        "setup_viol": 0,
        "fmax_mhz": 319.0,
        "fin_crit_sh": 0.6530,
        "totalNegativeSetupSlack_ns": 0,
    },
    "cts": {
        "cts_hold_buf": 0,
        "cts_tree": "built",
        "path_clk_slew_ns": 0.06,
        "cts_buffer_depth": 2,
        "cts-buffers-inserted": 5,
        "cts-resized-gates": 0,
        "clock_latency_ns": 0.28,
        "cts.sink_count": 29,
        "cts-root-buf": "clkbuf_8",
        "htree_num_levels": 2,
        "post_cts_buffers": 0,
    },
    "global_route": {
        "groute.usage.overall": 0.1254,
        "grt_pass1_wl_mm": 5.375,
        "antenna_found_initial": 0,
        "grt_max_degree": 19,
        "gr-total-overflow": 0,
        "grt_pass1_vias": 1165,
    },
    "run_status": {
        "outcome": "finished clean",
    },
    "final_layout": {
        "combGateArea_um2": 864.6,
        "drive_above_1_share": 0.06863,
        "fillers": 527,
        "utilization": 0.4170,
        "flop_area_um2": 660.6,
        "fin_cells": 274,
        "area_growth_pct": 33.10,
    },
    "synth": {
        "syn-mean-instance-area_um2": 9.528,
        "yosysWarnings": 5,
        "yosysCellCount": 169,
        "numSynthFlops": 29,
        "ys_sh_simple": 0.1368,
        "xor_share": 0.07615,
        "aoi_share": 0.1507,
        "ys_area_mm2": 0.001610,
        "async_reset_ff_frac": 0,
        "topCellsByArea": "dfxtp_1 (26%), edfxtp_1 (15%), ha_1 (8.5%)",
        "synth-adder-area-share": 0.09790,
        "syn_inst": 169,
        "flop_cell": "dfxtp_1",
        "logic_family": "AND-OR/OR-AND gates",
        "synthMostInstantiatedCell": "nor2_1",
        "synth_cell_types": 32,
        "synthesis.area_mm2": 0.001610,
        "yosysTopAreaCellShare": 0.2611,
        "edf_count": 8,
        "largest_area_cell": "dfxtp_1",
        "ys_top_cells_by_count": "nor2_1 (27), dfxtp_1 (21), a21oi_1 (15)",
        "postSynthSeqShare": 0.4103,
        "synthMuxAreaShare": 0.07537,
    },
    "worst_setup_path": {
        "crit_arrival_ns": 3.29,
        "timing.rr.start": "MR.data_out[0]",
        "criticalPathCategory": "input pin to flop",
        "worstPathRequired_ns": 4.95,
        "r2r_end": "AR.data_out[6]",
        "r2r_slack_ns": 2.27,
        "endpoint_kind": "flop",
        "cp_max_fo": 7,
        "crit_chain": "clkdlybuf4s50_1, mux2_2, fa_1, a21o_1, a21oi_1, nor2b_1, o41ai_1, nor3_1",
        "critPathSlowestCell": "clkdlybuf4s50_1",
        "r2r_cells": 9,
        "max_stage_delay_ns": 0.59,
        "critPathLaunchType": "input pin",
    },
    "job": {
        "warnings": 27,
        "drv_cap": 0,
    },
    "power_and_ir_drop": {
        "power_density_mw_per_mm2": 352.2,
        "peakVddDrop_v": 0.0001999,
        "leakagePower_nw": 0.8579,
    },
    "placement": {
        "gp_congestion": 0.8809,
        "portBuffers": 38,
        "dpl.cell_count": 266,
        "dp_hpwl_mm": 2.316,
    },
    "floorplan": {
        "die-width_um": 75.27,
        "ios": 39,
        "die_area_mm2": 0.005665,
        "core_area_mm2": 0.005140,
        "die_h_um": 75.27,
        "placementRows": 26,
        "fp_util": 0.3133,
    },
    "min_path": {
        "min_path_cells": 2,
        "worstHoldPathType": "flop to flop",
        "hp-start": "CR.count[1]",
        "min_to": "CR.count[1]",
    },
    "drt": {
        "drc": 0,
        "dr.pass1.iters": 4,
        "vias_per_cell": 4.482,
        "routedWlPerCell_um": 11.41,
        "vias": 1228,
        "num_antenna_cells": 0,
        "drt_iter0_markers": 53,
        "antenna_left": 0,
        "wl_mm": 3.126,
    },
}
## routing by layer
layer / share of wire / global-route usage / wire [µm]
met5: 0 / 0 / 0
met4: 0.016 / 0.01646 / 51
met3: 0.055 / 0.03392 / 172
met2: 0.40 / 0.1812 / 1248
met1: 0.53 / 0.1991 / 1655
## registers in the layout (all words and copies together), names as in the netlist
signal,cells
MR.data_out,8
QR.data_out,8
CR.count,4
AR.data_out,8
Qm1.q,1
## worst max-delay path: cells and delay by family
| kind | cells | cell delay [ns] |
|---|---|---|
| simple gates | 2 | 0.18 |
| buf+inv | 1 | 0.59 |
| compound gates | 3 | 0.72 |
| fa+ha+maj | 1 | 0.44 |
| mux | 1 | 0.40 |
## worst max path at each step
stage                  start             end  slack, ns  depth (start not counted)
after CTS             addsub  AR.data_out[6]       1.67                          8
after global routing  addsub  AR.data_out[6]       1.55                          9
final                 addsub  AR.data_out[6]       1.67                          8
## area by class of cell
class	count	share of cell area
Clock buffer	6	0.03853
Inverter	8	0.01401
Clock inverter	2	0.01751
Sequential cell	29	0.3082
Tap cell	70	0.04086
Timing Repair Buffer	38	0.1775
Multi-Input combinational cell	121	0.4034
## cells in the final DEF (no fill, tap or decap)
cell type,count
nor3b_1,1
a21oi_1,15
mux2i_1,11
nor2_1,27
a211oi_1,9
a21o_1,3
o2111ai_1,1
bufinv_16,1
nor4b_1,1
nand2_1,2
xor2_1,6
ha_1,11
a21oi_2,2
fa_1,1
inv_1,8
nand3_1,2
a31oi_1,4
a21o_2,1
and4_2,1
nor3_2,1
xnor2_1,8
clkdlybuf4s50_1,38
dfxtp_1,21
nor3_1,3
o41ai_1,1
nor2b_1,6
clkinvlp_4,1
mux2_2,1
nand2b_1,2
edfxtp_1,8
a31o_1,1
clkbuf_8,6
## power by group
group          internal, W  leakage [nW]  switching, W  total, W
Combinational     0.000109         0.549     0.0000837  0.000193
Clock             0.000169        0.0574     0.0000943  0.000263
Sequential        0.000277         0.252     0.0000225  0.000299
## cell families (layout without fill, tap and decap cells)
logic type / Yosys count / after routing
buffers and inverters: 19 / 54
muxes: 12 / 12
and+or+nand+nor: 46 / 46
AOI/OAI and AO/OA: 37 / 37
DFF: 29 / 29
xor gates and xnor gates: 14 / 14
adders and majority gates: 12 / 12
## metrics by stage
step	hold slack (ns)	setup WS (ns)	instance area, µm²	power, W
2_1_floorplan	0.4565	2.162	1610	0.0004291
3_3_place_gp	0.4855	1.422	2023	0.0004975
3_5_place_dp	0.4894	1.374	2023	0.0004973
4_1_cts	0.5042	1.673	2143	0.0007656
5_1_grt	0.5325	1.551	2143	0.0008090
6_report	0.5005	1.666	2143	0.0007550
No activity file was given, so power comes from the tool's default toggle rates.
