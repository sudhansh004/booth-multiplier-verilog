==> design.v <==
`timescale 1ns / 1ps
module control_path(
    output reg ldA, clrA, shiftA, ldQ, clrQ, shiftQ, ldM, clrff, addsub, 
    input start, eqz, 
    output reg decr, ldcnt, done, 
    input clk, q0, qm1
    );
    reg [2:0] state;
    parameter S0 = 3'b000, S1 = 3'b001, S2 = 3'b010, S3 = 3'b011, S4 = 3'b100, S5 = 3'b101, S6 = 3'b110;
    always@(posedge clk)
    begin
        case(state)
            S0 : if(start) state <= S1;
            S1 : state <= S2;
            S2 : #2 if({q0, qm1} == 2'b01) state <= S3;
                    else if({q0, qm1} == 2'b10) state <= S4;
                    else state <= S5;
            S3 : state <= S5;
            S4 : state <= S5;
            S5 : #2 if(({q0, qm1} == 2'b01) && !eqz) state <= S3;
                    else if(({q0, qm1} == 2'b10) && !eqz) state <= S4;
                    else if(eqz) state <= S6;
            S6 : state <= S0;
            default : state <= S0;
         endcase
     end 
     always @(state)
     begin
        case(state)
            S0 : begin clrA = 0;
                       clrQ = 0; 
                       ldA = 0;
                       shiftA = 0; 
                       clrQ = 0; 
                       ldQ = 0; 
                       shiftQ = 0; 
                       ldM = 0; 
                       clrff = 0; 
                       done = 0; end
            S1 : begin clrA = 1; 
                       clrff = 1;
                       clrQ = 1; 
                       ldcnt = 1; 
                       ldM = 1; end
            S2 : begin clrA = 0; 
                       clrff = 0; 
                       clrQ = 0;
                       ldcnt = 0; 
                       ldM = 0; 
                       ldQ = 1; end
            S3 : begin ldA = 1; 
                       addsub = 1; 
                       ldQ = 0; 
                       shiftA = 0; 
                       shiftQ = 0; 
                       decr = 0; end
            S4 : begin ldA = 1; 
                       addsub = 0; 
                       ldQ = 0; 
                       shiftA = 0; 
                       shiftQ = 0; 
                       decr = 0; end  
            S5 : begin shiftA = 1; 
                       shiftQ = 1; 
                       ldA = 0; 
                       ldQ = 0; 
                       decr = 1; end
            S6 : begin done = 1; 
                       shiftA = 0; 
                       shiftQ = 0;
                       decr = 0; end
            default : begin clrA = 0; 
                            shiftA = 0; 
                            ldQ = 0; 
                            shiftQ = 0; end
         endcase  
     end
endmodule
==> run.sh <==
#!/bin/bash
# OpenROAD 26Q1-2900-gdf79404cd8, Yosys 0.63+post, stock flow scripts
make -C /OpenROAD-flow-scripts/flow DESIGN_CONFIG=/design/flow/config.mk WORK_HOME=/design/flow/orfs finish
==> config.mk <==
export PLATFORM = sky130hd
export DESIGN_NAME = control_path
export DESIGN_NICKNAME = control_path
export VERILOG_FILES = /design/flow/design.v
export SDC_FILE = /design/flow/constraint.sdc
export NUM_CORES = 4
export LEC_CHECK = 1
export CORE_AREA = 10 10 74 74
export DIE_AREA = 0 0 84 84
==> constraint.sdc <==
current_design control_path

set clk_period 2.3
set clk_io_pct 0.2

create_clock -name clk0 -period $clk_period [get_ports {clk}]

set non_clock_inputs [all_inputs -no_clocks]
set_input_delay [expr $clk_period * $clk_io_pct] -clock clk0 $non_clock_inputs
set_output_delay [expr $clk_period * $clk_io_pct] -clock clk0 [all_outputs]
==> flow_metrics.env <==
# source this file to load flow results
export IMPL_status="completed"
export IMPL_crit_chain="clkdlybuf4s50_1 -> nand2b_1 -> a31oi_1"
export IMPL_die_area_sq_um=7060
export IMPL_yosys_area_sq_um=475
export IMPL_ys_cells=55
export IMPL_hold_buffers=0
export IMPL_cts_buffers=3
export IMPL_syn_to_final_growth_pct=49.5
export IMPL_grt_pass1_wl_um=1790
export IMPL_syn_area_per_cell_sq_um=8.64
export IMPL_synthCells=55
export IMPL_cts_resized_gates=0
export IMPL_drc=0
export IMPL_gr_total_overflow=0
export IMPL_p_leak_nw=0.275
export IMPL_initCoreUtil=0.120
export IMPL_critPathTopFamily="buffers and inverters"
export IMPL_period_used=0.678
export IMPL_slew_viol_final=0
export IMPL_rows=23
export IMPL_port_buffers=16
export IMPL_post_cts_buffers=0
export IMPL_synth_warnings=1
export IMPL_worst_setup_path_end_kind="register"
export IMPL_viasPerCell=3.53
export IMPL_crit_slowest_cell="clkdlybuf4s50_1"
export IMPL_wl_um=1110
export IMPL_grt_max_degree=18
export IMPL_antenna_diode_count=0
export IMPL_rsz0062_at_grt="no"
export IMPL_clockBufferDepth=2
export IMPL_layout_top_cells="clkdlybuf4s50_1 (16), dlxtn_1 (8), nand2b_1 (6)"
export IMPL_warnings=25
export IMPL_worstPathMaxFanout=5
export IMPL_period_minus_slack_ns=1.56
export IMPL_skew_ns=0.00252
export IMPL_worstHoldPathType="register to register"
export IMPL_synth_top_cell_by_area="dlxtn_1"
export IMPL_setup_slack_ns=0.740
export IMPL_vias=424
export IMPL_required_ns=2.19
export IMPL_ys_flops=12
export IMPL_cts_root_buf="clkbuf_8"
export IMPL_worst_pin_slew_ns=0.471
export IMPL_die_y_um=84
export IMPL_powerDensity_nw_per_um2=1180
export IMPL_coreArea_sq_um=3970
export IMPL_yosys_cell_types_count=26
export IMPL_drive_gt1_frac=0.0429
export IMPL_first_global_vias=400
export IMPL_h_tree_depth=1
export IMPL_critical_path_class="input port to register"
export IMPL_path_clk_slew_ns=0.03
export IMPL_layout_top_cell="clkdlybuf4s50_1"
export IMPL_critPathLaunchType="input port"
export IMPL_unconstrained_endpoints=21
export IMPL_cts_tree="yes"
export IMPL_die_w_um=84
export IMPL_ant_nets=0
export IMPL_crit_buf_inv=1
export IMPL_gp_congestion=0.762
export IMPL_dpl_hpwl_um=899
export IMPL_top_cell_area_share=0.253
export IMPL_worst_skew_pair_late_latency_ns=0.22
export IMPL_slew_headroom=0.686
export IMPL_netlist_area_sq_um=475
export IMPL_antenna_found_initial=0
export IMPL_track_usage=0.0288
export IMPL_fmax_ghz=0.641
export IMPL_firstDrtPassIters=4
export IMPL_wire_per_inst_um=9.26
export IMPL_unclocked_pins=9
export IMPL_arrival_ns=1.44
export IMPL_top_cells_by_area="dlxtn_1 (25%), edfxtp_1 (19%), nand2b_1 (7.9%)"
export IMPL_fin_setup_tns_ns=0
export IMPL_cap_viol_max_count=0
export IMPL_hold_viol_final=0
export IMPL_boundaryPins=17
export IMPL_finalSetupViolCount=0
export IMPL_ir_worst_vdd_mv=0.296
export IMPL_preCtsSetupSlack_ns=0.537
export IMPL_dr_first_iter_drc_count=5
export IMPL_slowest_delay_ns=0.46
cells by family after synthesis:
| kind of cell | after synthesis | synth area share |
|---|---|---|
| simple gates | 20 | 0.253 |
| compound gates | 13 | 0.155 |
| buf+inv | 9 | 0.100 |
| latches | 9 | 0.284 |
| flops | 3 | 0.189 |
| xor+xnor | 1 | 0.0184 |
worst reg2reg max path, stage by stage, from the launching register on:
cell and delay, ns:
edfxtp_1 0.53, nand2b_1 0.27, a21oi_1 0.07, a31oi_1 0.30
synthesized netlist by cell type:
cell type  n
nor2_1     3
nand3_1    1
a211oi_1   1
nand3b_1   1
dlxtp_1    1
inv_1      4
o21ai_0    5
o21a_1     1
nand2_1    1
dlxtn_1    8
nor3b_1    1
or2_1      1
buf_4      3
and3_1     1
nor4b_1    1
and2_1     1
xor2_1     1
a21oi_1    3
edfxtp_1   3
a31oi_1    2
buf_2      2
and2b_1    1
nor2b_1    1
o22ai_1    1
nor4_1     1
nand2b_1   6
final timing paths:
path,from,to,depth (start not counted),slack (ns)
hold / removal,state[1]$_DFFE_PP_,state[0]$_DFFE_PP_,1,0.83
setup reg to reg,state[1]$_DFFE_PP_,state[0]$_DFFE_PP_,3,0.81
setup / recovery,qm1,state[0]$_DFFE_PP_,3,0.74
hold reg to reg,state[1]$_DFFE_PP_,state[0]$_DFFE_PP_,1,0.83
registers in the layout, indices dropped and copies added, names as in the netlist:
register  flops
state         3
addsub        1
clrA          1
clrQ          1
decr          1
done          1
ldA           1
ldQ           1
ldcnt         1
shiftQ        1
stage by stage:
stage	utilization	hold slack [ns]	instance area [sq um]	power (W)	cells
2_1_floorplan	-	0.681	475	0.000530	55
3_3_place_gp	0.168	0.794	666	0.000673	116
3_5_place_dp	0.168	0.811	666	0.000681	116
4_1_cts	0.179	0.814	711	0.000839	120
5_1_grt	0.179	0.856	711	0.000902	120
6_report	0.179	0.835	711	0.000835	120
layer usage:
layer  vias to the layer above  global-route usage  wire length, um
met5                         -                   0                0
met4                         0              0.0122               42
met3                         4              0.0118              106
met2                        21              0.0348              400
met1                       184              0.0425              561
li1                        215                   -                -
where the power goes:
group / total [W] / switching, W / internal, W / leakage, nW
sequential: 0.000332 / 0.0000923 / 0.000240 / 0.103
clock: 0.000156 / 0.0000373 / 0.000118 / 0.0228
combinational: 0.000348 / 0.000152 / 0.000196 / 0.149
total: 0.000835 / 0.000281 / 0.000554 / 0.275
final cells by class:
cell class	instances	area, sq um
well taps	50	62.6
flip-flops and latches	12	225
multi-input cells	34	203
inverters	4	15.0
fillers	455	3260
clock buffers	4	45.0
repair buffers	16	160
Power figures rest on the tool's default switching activity, not on a simulated workload.
